### ./design.v
module InputBuffer #(
    parameter DATA_WIDTH = 8   
)(
    input wire clk,
    input wire reset,
    input wire sensor_data,
    input wire data_processed,
    output reg [DATA_WIDTH-1:0] data_output,
    output reg data_ready
);
reg [DATA_WIDTH-1:0] shift_register;
reg [$clog2(DATA_WIDTH)-1:0] bit_count;
always @(posedge clk or negedge reset) begin
    if (!reset) begin
        shift_register <= 0;
        bit_count <= 0;
        data_output <= 0;
        data_ready <= 0;
    end else begin
        if (data_processed) begin
            data_ready <= 0;   
        end
        if (!data_ready && bit_count < DATA_WIDTH) begin
            shift_register <= (shift_register << 1) | sensor_data;
            bit_count <= bit_count + 1;
            if (bit_count == DATA_WIDTH - 1) begin
                data_output <= shift_register;   
                data_ready <= 1;   
                bit_count <= 0;   
                shift_register <= 0;   
            end
        end
    end
end
endmodule
module IsolationTreeStateMachine(
    input wire clk,
    input wire reset,
    input wire [7:0] data_input,
    input wire data_valid,
    output reg anomaly_detected,
    output reg data_processed
);
localparam [1:0] IDLE = 2'b00,
                 CHECK_ANOMALY = 2'b01,
                 PROCESS_DONE = 2'b10;
reg [1:0] current_state = IDLE;
reg [1:0] next_state = IDLE;
always @(posedge clk or negedge reset) begin
    if (!reset) begin
        anomaly_detected <= 0;
        data_processed <= 0;
        current_state <= IDLE;
        next_state <= IDLE;  
    end else begin
        current_state <= next_state;  
        case (current_state)
            IDLE: begin
                anomaly_detected <= 0;  
                if (data_valid)
                    next_state <= CHECK_ANOMALY;  
                else
                    next_state <= IDLE;  
            end
            CHECK_ANOMALY: begin
                anomaly_detected <= (data_input == 8'hAB);  
                next_state <= PROCESS_DONE;  
            end
            PROCESS_DONE: begin
                data_processed <= 1;
                next_state <= IDLE;  
            end
            default: begin
                next_state <= IDLE;  
                anomaly_detected <= 0;
                data_processed <= 0;
            end
        endcase
    end
end
endmodule
module i_tree(
    input wire clk,
    input wire reset,
    input wire sensor_data,  
    output wire anomaly_detected  
);
wire [7:0] data_from_buffer;
wire data_ready;
wire data_processed;
InputBuffer #(.DATA_WIDTH(8)) input_buffer_inst (
    .clk(clk),
    .reset(reset),
    .sensor_data(sensor_data),
    .data_processed(data_processed),
    .data_output(data_from_buffer),
    .data_ready(data_ready)
);
IsolationTreeStateMachine isolation_tree_state_machine_inst (
    .clk(clk),
    .reset(reset),
    .data_input(data_from_buffer),
    .data_valid(data_ready),
    .anomaly_detected(anomaly_detected),
    .data_processed(data_processed)
);
endmodule
### ./run.sh
#!/bin/bash
# OpenROAD 26Q1-2900-gdf79404cd8, Yosys 0.63+post, stock flow scripts
make -C /OpenROAD-flow-scripts/flow DESIGN_CONFIG=/design/flow/config.mk WORK_HOME=/design/flow/orfs finish
### ./config.mk
export PLATFORM = sky130hd
export DESIGN_NAME = i_tree
export DESIGN_NICKNAME = i_tree
export VERILOG_FILES = /design/flow/design.v
export SDC_FILE = /design/flow/constraint.sdc
export NUM_CORES = 4
export LEC_CHECK = 1
export CORE_AREA = 10 10 96 96
export DIE_AREA = 0 0 106 106
### ./constraint.sdc
current_design i_tree

set clk_period 2.2
set clk_io_pct 0.2

create_clock -name clk0 -period $clk_period [get_ports {clk}]

set non_clock_inputs [all_inputs -no_clocks]
set_input_delay [expr $clk_period * $clk_io_pct] -clock clk0 $non_clock_inputs
set_output_delay [expr $clk_period * $clk_io_pct] -clock clk0 [all_outputs]
==> run notes <==
run metrics: DRT Pass-1 Iters=3, Final Wtd Congestion=~0.70, placed wire-length estimate=1.02 mm, fmax=644 MHz, number of fill cells=slightly above 800, count of tool warnings=25, Buf+Inv Stages, Crit Path=1, final worst slack=0.647 ns, Hold Crit Start=isolation_tree_state_machine_inst.next_state[0]$_DFF_PN0_, Skew-Pair Late Insertion Delay=~0.26 ns, first-pass GRT wire length=2.65 mm, yosys cell count=78, post-cts sizing count=0, element type at the critical path end=output pin, synth warn=2, Overall Power=roughly 0.8 mW, vias per cell=2.97, RSZ-0062 raised after global routing=no, pre-CTS setup slack=around 0.7 ns, largest net degree at the start of global routing=27, Worst-path clk slew=0.09 ns, number of global-route vias before repair=between 500 and 600, worst vdd ir=approximately 560 µV, RR Endpoint=input_buffer_inst.data_output[2]$_DFFE_PN0P_, worst min path class=reg2reg, reg-to-reg startpoint=input_buffer_inst.bit_count[0]$_DFFE_PN0N_, Post-Synthesis Mean Instance Area=13.6 µm², hold path depth=0, Cell Type Count=23, Placeable Area=0.00721 mm², layout cell share with drive strength beyond 1=20.5%, WP depth=1, flop-to-flop setup slack=~0.66 ns, ys flops=26, Tcrit/Tclk final=70.6%, DIE WIDTH=106 µm, CP Data Arrival Time=1.11 ns, Slew headroom=approximately 76%, final hold violation count=0, row cnt=31, total gr overflow=0, status=finished, final reports clean, clk sink count=26, Setup-failing EPs final=0, DRC Markers=0, Antenna diodes=0, Max Slew Vio Count=0, Syn Std Cell Area=0.00106 mm², Crit path largest cell delay=0.50 ns, Critical-path top delay cell=clkdlybuf4s50_1, CTS tree=done, Worst Max-Slew Pin Slew=0.359 ns, Worst Hold Path EP=isolation_tree_state_machine_inst.current_state[0]$_DFF_PN0_, die area=0.0112 mm², Tmin final=between 1.5 and 2 ns, root buffer cell=clkbuf_8, H-tree depth=1, Startpoint Class=register, setup TNS=0 ns, final wirelength=1.44 mm, max cap viols=0, most frequent cells in the layout=dfrtp_1, o21ai_0, mux2_4, nand2b_1, nand2_1, leakage=around 0.51 nW, ANT nets after route=0, Via Count=540, Die Y=106 µm, CP cell instances=clkdlybuf4s50_1, total track usage=2.75%, skew final=about 0.0011 ns, cell count after synthesis=78, Post-CTS Hold Fix Bufs=0, DRT iter0 DRCs=around 45, crit-path max FO=2, TritonCTS buffer count=3, crit path kind=reg2out, Layout area overhead=18.4%, Reg2Reg Depth=4, Routed wire per std cell=~7.9 µm, CTS max path bufs=2, Synth Seq Share=61.5%, initial antenna violation count=0, PD cells=657 mW/mm², WP data required=1.76 ns, io pins=4, Post-CTS Setup Repair Bufs=0, Crit path max-delay family=buffers and inverters, PortBufs=3, Commonest Layout Cell=dfrtp_1, Chip Area, Yosys=0.00106 mm², Pre-Place Util=14.7%
[state kept, by name (all words and copies together), names as in the netlist]
name	count
input_buffer_inst.bit_count	3
input_buffer_inst.data_output	8
input_buffer_inst.data_ready	1
input_buffer_inst.shift_register	8
isolation_tree_state_machine_inst.anomaly_detected	1
isolation_tree_state_machine_inst.current_state	2
isolation_tree_state_machine_inst.data_processed	1
isolation_tree_state_machine_inst.next_state	2
[final cells by class]
type                            count  area, µm²  area share [%]
Multi-Input combinational cell     47        375            29.9
Tap cell                           99        124            9.88
Timing Repair Buffer                5       45.0            3.59
Inverter                            1       3.75           0.299
Clock buffer                        4       55.1            4.39
Sequential cell                    26        651            51.9
[power by group]
part	internal (mW)	leakage, nW	switching [mW]
registers	0.490	0.312	0.00926
clock network	0.160	0.0288	0.142
logic	0.0132	0.171	0.0105
total	0.663	0.512	0.161
[worst max path at each step]
stage / start / end / slack [ns]
5_1_grt: register / anomaly_detected / 0.59
4_1_cts: register / anomaly_detected / 0.63
6_report: register / anomaly_detected / 0.65
[per-stage QoR]
| stage | utilization [%] | std cells | hold WS [ns] | area [µm²] |
|---|---|---|---|---|
| 5_1_grt | 17.4 | 182 | 0.364 | 1250 |
| 2_1_floorplan | - | 78 | 0.144 | 1060 |
| 6_report | 17.4 | 182 | 0.353 | 1250 |
| 4_1_cts | 17.4 | 182 | 0.355 | 1250 |
| 3_3_place_gp | 16.6 | 178 | 0.332 | 1200 |
| 3_5_place_dp | 16.6 | 178 | 0.336 | 1200 |
[cell usage after synthesis (all sizes together)]
cell	number	area [µm²]
mux2i	1	10.0
nand3	1	5.00
dfrtp	26	651
a22o	1	8.76
nand2b	8	57.6
nor4bb	1	10.0
mux2	10	143
nand2	7	26.3
o21ai	8	40.0
a21oi	1	5.00
nor2	1	3.75
ha	2	25.0
a21o	1	7.51
buf	4	28.8
nor3b	1	7.51
inv	1	3.75
nor2b	1	6.26
nand3b	2	15.0
nor3	1	5.00
[cell families (layout without fill, tap and decap cells)]
logic type	after synthesis	after routing	synth area share, %
AOI/OAI and AO/OA	11	11	5.79
adders and majority gates	2	2	2.36
buffers and inverters	5	10	3.07
DFF	26	26	61.5
muxes	11	11	14.4
and+or+nand+nor	23	23	12.9
[routing by layer]
metal | track usage, % | routed length, µm
met5 | 0 | 0
met4 | 0.290 | 14
met3 | 0.856 | 48
met1 | 4.29 | 844
met2 | 3.71 | 534
No activity file was given, so power comes from the tool's default toggle rates.
